## flow/config.mk

```make
export PLATFORM = sky130hd
export DESIGN_NAME = reg_file
export DESIGN_NICKNAME = reg_file
export VERILOG_FILES = /design/flow/design.v
export SDC_FILE = /design/flow/constraint.sdc
export NUM_CORES = 4
export LEC_CHECK = 1
export CORE_UTILIZATION = 30
```

## flow/constraint.sdc

```tcl
current_design reg_file

set clk_period 3.4
set clk_io_pct 0.2

create_clock -name clk0 -period $clk_period [get_ports {clk}]

set non_clock_inputs [all_inputs -no_clocks]
set_input_delay [expr $clk_period * $clk_io_pct] -clock clk0 $non_clock_inputs
set_output_delay [expr $clk_period * $clk_io_pct] -clock clk0 [all_outputs]
```

## flow/design.v

```verilog
module reg_file #(parameter pw=4)(
  input[7:0] dat_in,   
  input      clk,
  input      reset,
  input      wr_en,            
  input      mov,
  input      branch,
  input      bank_switch,
  input      reg_imm,
  input      mem_R2,  
          alu_R0,  
          alu_R3,  
          alu_imm,
          load_regval,
          store_regval,
          rdx,
          pari,
  input[pw-1:0] register,        
  input[4:0] last5bits,        
  output[2:0] bank_num,
  output logic[7:0] datA_out,  
                    datB_out);
  logic[7:0] core[2**pw];     
  assign bank_num = core[5][2:0];
  initial begin 
    for (int i = 0; i < 16; i++) begin 
        core[i] <= 8'b00000000;
      end
  end
  always_comb begin
	  if(branch && !alu_R0 && !alu_R3 && !mem_R2) begin  
			datA_out = core[0];
			datB_out = core[4];
	  end
     else if((alu_imm || mem_R2 || store_regval) && !alu_R0 && !alu_R3 && !branch) begin  
        datA_out = core[2];
        datB_out = core[last5bits[4:1]];
     end 
	  else if(alu_R0 && !mem_R2 && !alu_R3 && !branch) begin  
        datA_out = core[0];
        datB_out = core[last5bits[4:1]];
     end 
	  else if(alu_R3 && !mem_R2 && !alu_R0 && !branch) begin  
        datA_out = core[3];
        datB_out = core[6];
     end
     else if (load_regval || rdx) begin 
        datA_out = core[last5bits[4:1]];
        datB_out = 8'b00000000;
     end else begin
		  datA_out = 8'b11111111;
		  datB_out = 8'b00000000;
	  end
  end
  always_ff @(posedge clk) 
    if(wr_en)   begin             
		if(reg_imm)
			core[register] = last5bits;
		else if(bank_switch)
			core[5][2:0] = last5bits[2:0];  
    else if(rdx)
      core[5][7] = pari;
		else if(mov) 
			core[last5bits[4:1]] <= core[core[1]];
		else 
			core[register] <= dat_in;
     end  
endmodule
```

## flow/run.sh

```bash
#!/bin/bash
# OpenROAD 26Q1-2900-gdf79404cd8, Yosys 0.63+post, stock flow scripts
make -C /OpenROAD-flow-scripts/flow DESIGN_CONFIG=/design/flow/config.mk WORK_HOME=/design/flow/orfs finish
```

==> deck_impl_summary.md <==
Run Summary

Power
  • Switching Share: 0.231
  • PwrDens: 407 mW/mm²
  • Clock network fraction of design power: 0.443
  • Peak supply drop: 284 µV
  • Net switching power: a little over 1 mW
  • P_int: 3.39 mW
  • Lkg Pwr: approximately 3.9 nW
  • Combinational Power Share: 0.153
  • Sequential Power Share: 0.405

Synth
  • Cell count listed in synth_stat.txt: 720
  • Commonest flop: edfxtp_1
  • Post-synth EDFFs: 128
  • Register share after synthesis: 0.501
  • Cell Area, Synth: approximately 0.0077 mm²
  • Adder Area Share: 0
  • Synth Area in Simple Gates: 0.172
  • Chip Area, Yosys: 0.00768 mm²
  • XOR/XNOR Area Share: 0.00114
  • Synth mux share: 0.0512
  • Yosys warnings: 2
  • Syn Inst Count: 720
  • AO/OA Area Share: 0.229
  • Share of synthesized registers carrying an async set or reset: 0
  • Yosys reg bits: roughly 130
  • Avg Inst Size Synth: 10.7 µm²
  • Cell Type Count: 77
  • Main logic family: AND-OR/OR-AND gates

Final timing
  • Crit share post-route: 1.01
  • F_max: just under 0.3 GHz
  • RSZ-0062 raised after global routing: true
  • Setup violators final: 1
  • Max-slew headroom: 0.526
  • Max Slew Vio Count: 0
  • PnR worst setup slack: -17.5 ps
  • Worst Tran Pin Value: 708 ps
  • Final Hold Fails: 0
  • Minimum clock period: 3420 ps
  • Worst Skew: 9.87 ps
  • Worst hold margin: 783 ps

Drt
  • Post-Route WL: 32.7 mm
  • Routed Antenna Nets: 0
  • Vias per cell: 5.90
  • Pre-antenna DRT Iters: 8
  • Vias: between 7,000 and 8,000
  • DRT iter0 DRCs: 678
  • DRC Markers: 0
  • DR WL/cell: 26.2 µm
  • Ant diodes: 0

Setup path
  • Worst Setup Path Type: input port to output port
  • Worst-path cell chain: buf_4, buf_12, buf_6, nand2b_1, buf_4, a21oi_1, a2111oi_2, buf_4, o31ai_1, clkdlybuf4s50_1
  • Crit path top cell by count: buf_4
  • Max stage delay on crit path: 510 ps
  • Worst EP arrival: 2740 ps
  • Crit path launch type: input port
  • Worst-path fanout max: 11
  • Crit path DRT: 2720 ps
  • Family with the most delay on the worst path: buffers and inverters
  • Slowest library cell on the worst path: clkdlybuf4s50_1
  • CP bufs+invs: 6
  • R2r setup slk: 420 ps
  • Critical path endpoint category: output port

Die
  • Horiz. Die Dim: 162 µm
  • Num rows: 58
  • Die Ht: ~160 µm
  • CORE AREA: 0.0251 mm²
  • Top Ports: a little over 50
  • Chip Area: 0.0262 mm²
  • Initial Util: 0.306

Run status
  • Status: finished with violations
  • Failing checks: negative setup slack

GRT
  • Pin count of the biggest net entering global routing: 31
  • GRT Overall Usage: 0.264
  • Global-route wire length before repair: 47.2 mm
  • Initial antenna violation count: 0
  • Global route overflow: 0
  • Vias in the first global route: 7,215

Final layout
  • Cell area after layout: 0.0108 mm²
  • Max reg flops: 128
  • Util after Layout: 0.432
  • Largest register by flop count: core
  • Largest regs: core (128)
  • Fraction of layout cells with a size suffix above 1: 0.325
  • P&R area growth vs syn: 41.3%
  • Layout Cells excl Fill: 1,247

Placed design
  • Dpl ws: -615 ps
  • Gpl congestion: 1.01
  • I/O Buffers: 49
  • Placed Area: 0.00945 mm²
  • DP HPWL: 24.0 mm
  • Cells after DPL: 1,181

Run
  • Maxcap violations: 0
  • Tally of OpenROAD warnings: 28

CTS
  • CTS Buffer Depth: 2
  • Clk sinks: 128
  • Root buf cell: clkbuf_16
  • H-tree levels: 4
  • Clock transition at the registers of the reported paths: 60 ps
  • Total CTS buffers: 17
  • Clk latency late pin: about 420 ps
  • Cts hold-fix bufs: 0
  • CTS tree: done

Min path
  • Min-Delay Path Class: flip-flop to flip-flop
==> tightest hold or removal path, delay by kind of cell (launching register included) <==
| kind | cells | cell delay, ps |
|---|---|---|
| flip-flops | 1 | 390 |
| AND-OR/OR-AND | 2 | 290 |
==> timing repair <==
action	in CTS	in global routing
pin swaps	23	19
hold endpoints to repair	0	0
setup buffers	23	6
gates cloned	6	0
endpoints found under the setup margin	16	8
gates resized	83	44
==> synth_stat cells, drive strengths merged, types with 5 or more instances <==
master / number / area, µm²
a221oi: 8 / 70.1
mux2: 22 / 248
nand2b: 19 / 119
nor2b: 20 / 125
nor2: 47 / 176
nor3b: 10 / 75.1
a31oi: 9 / 56.3
nor3: 16 / 80.1
a21oi: 30 / 150
and2: 11 / 68.8
mux2i: 10 / 100
edfxtp: 128 / 3840
nor4: 6 / 37.5
buf: 42 / 235
o211ai: 7 / 57.6
a22o: 5 / 43.8
inv: 12 / 45.0
a21boi: 5 / 37.5
o221ai: 5 / 43.8
a22oi: 34 / 255
nand3b: 9 / 67.6
clkbuf: 20 / 76.3
nand3: 35 / 175
o21a: 5 / 37.5
o31ai: 11 / 82.6
a32oi: 23 / 201
nand2: 35 / 131
o22ai: 12 / 75.1
nand4: 6 / 37.5
a222oi: 5 / 50.1
o21ai: 41 / 220
and3: 9 / 56.3
o32ai: 6 / 52.6
==> area by class of cell <==
type	count	area [µm²]
Clock buffer	19	433
Clock inverter	13	193
Tap cell	330	413
Fill cell	2344	14300
Timing Repair Buffer	227	2120
Sequential cell	128	3840
Multi-Input combinational cell	517	3790
Inverter	13	56.3
==> logic make-up after synthesis <==
| family | after synthesis |
|---|---|
| mux | 34 |
| simple gates | 241 |
| buf+inv | 75 |
| flops | 128 |
| compound gates | 241 |
| xor+xnor | 1 |
==> cell usage in the layout, fill, tap and decap left out, drive strengths merged, types with 7 or more instances in the layout <==
cell type	synthesis	routed
mux2	22	22
buf	42	177
nor3	16	16
dlygate4sd2	0	13
o211ai	7	7
a32oi	23	23
inv	12	10
nand3	35	35
nand3b	9	9
o22ai	12	12
clkbuf	20	19
nor2	47	47
nor3b	10	10
nand2	35	35
a221oi	8	8
a31oi	9	9
mux2i	10	10
and2	11	11
o31ai	11	11
a21oi	30	30
a22oi	34	34
and3	9	9
nor2b	20	20
clkdlybuf4s50	0	26
nand2b	19	19
o21ai	41	41
edfxtp	128	128
clkinv	1	8
==> power by group through the flow <==
stage / Sequential [mW] / Clock (mW) / Combinational (mW)
4_1_cts: 1.79 / 1.97 / 0.637
5_1_grt: 1.79 / 2.03 / 0.712
6_report: 1.79 / 1.95 / 0.673
==> final timing paths <==
kind / startpoint / endpoint / depth (start not counted)
worst min register to register: core[0][5] / core[5][5] / 2
worst min-delay path: core[0][5] / core[5][5] / 2
worst max register to register: core[1][2] / core[8][2] / 6
worst max-delay path: last5bits[1] / datB_out[3] / 10
==> per-layer routing <==
metal | wire [µm] | track usage | share of wire
met1 | 12700 | 0.360 | 0.39
met2 | 14700 | 0.389 | 0.45
met3 | 3910 | 0.108 | 0.12
met4 | 1410 | 0.0888 | 0.043
met5 | 65 | 0.0189 | 0.0020
==> through the flow <==
step                total power, mW  TNS (ps)
detailed placement             2.38     -6740
CTS                            4.39     -90.2
finish                         4.41     -17.5
global placement               2.38     -7230
global route                   4.53     -38.9
floorplan                      2.06         0
Power is estimated from default activity; no workload was simulated.
