--- /design/flow/constraint.sdc ---
current_design alu

set clk_period 5.4
set clk_io_pct 0.2

create_clock -name clk0 -period $clk_period

set non_clock_inputs [all_inputs -no_clocks]
set_input_delay [expr $clk_period * $clk_io_pct] -clock clk0 $non_clock_inputs
set_output_delay [expr $clk_period * $clk_io_pct] -clock clk0 [all_outputs]
--- /design/flow/run.sh ---
#!/bin/bash
# OpenROAD 26Q1-2900-gdf79404cd8, Yosys 0.63+post, stock flow scripts
make -C /OpenROAD-flow-scripts/flow DESIGN_CONFIG=/design/flow/config.mk WORK_HOME=/design/flow/orfs finish
--- /design/flow/design.v ---
module alu(
  input[2:0] alu_cmd,     
  input[7:0] inA, inB,	  
  input		 alu_imm,		  
  input[4:0] last5bits,			  
  output logic[7:0] rslt,
  output logic pari,      
			   zero,       
  output logic[7:0] excess
);
logic[7:0] immediate;  
logic[15:0] excessBits;
always_comb begin 
  rslt = 'b0;            
  zero = !rslt;
  pari = ^rslt;
  if(alu_imm)
     immediate = {3'b000, last5bits};
  else
	  immediate = 8'b00000000;
  excessBits = 16'b0000000000000000;
  excess = 8'b00000000;
  case(alu_cmd)
    3'b000:  
      rslt = inA + inB;
	3'b001: begin  
    case(last5bits[1:0]) 
      2'b00: begin  
        rslt = inA << last5bits[4:2];
      end
      2'b10: begin  
        rslt = inA >> last5bits[4:2];
      end
      2'b01: begin  
        rslt = (inA << last5bits[4:2]) | (inA >> (8 - last5bits[4:2]));
      end
      2'b11: begin  
        rslt = (inA >> last5bits[4:2]) | (inA << (8 - last5bits[4:2]));
      end
    endcase
  end
    3'b010: begin 
		  excessBits[15:0] = {inB,inA};
		  if (!last5bits[1]) begin
			  excessBits = ((excessBits << last5bits[4:2]) | (excessBits >> (16 - last5bits[4:2])));
			  rslt = excessBits[15:8];
		  	end
			else begin  
			  excessBits = ((excessBits >> last5bits[4:2]) | (excessBits << (16 - last5bits[4:2])));
			  rslt = excessBits[15:8];
			end
	end 
    3'b011:  
	  rslt = inA ^ inB;
	3'b100: begin 
	  if(alu_imm)
		  rslt = inA & immediate;
	  else
		  rslt = inA & inB;
	end
	3'b101:  
	  rslt = inA | inB;
	3'b110: begin  
		rslt = inA - inB;
    zero = !(inA - inB);
  end
	3'b111: begin  
	  rslt = inA;
    pari = ^inA;
  end
  endcase
end
endmodule
--- /design/flow/config.mk ---
export PLATFORM = sky130hd
export DESIGN_NAME = alu
export DESIGN_NICKNAME = alu
export VERILOG_FILES = /design/flow/design.v
export SDC_FILE = /design/flow/constraint.sdc
export NUM_CORES = 4
export LEC_CHECK = 1
export CORE_UTILIZATION = 50
==> results.yml <==
# flow metrics
status:
  status: "finished, final reports clean"
grt:
  grt_pass1_vias: 5362
  grt_max_degree: 33
  grt_pass1_wl_um: 32300
  antenna_found_initial: 0
  grtUsageTotal: 0.452
  grt_overflow: 0
logic_synthesis:
  syn_area_sq_um: 4740
  synth_cell_type_count: 82
  seq_area_frac_synth: 0
  yosys_cells: 643
  synth_warnings: 1
  synthMostInstantiatedCell: "a21oi_1"
  postSynthAreaPerCell_sq_um: 7.37
  area_leaders: "mux4_2 (15%), mux2i_1 (8.7%), ha_1 (6.6%)"
  syn_inst: 643
  common_cells: "a21oi_1 (48), nand2_1 (47), o21ai_0 (42)"
  top_area_frac: 0.152
  synth_chip_area_sq_um: 4740
  top_area_cell: "mux4_2"
finish:
  flop-count: 0
  drive_gt1_frac: 0.179
  n_clock_buffer: 0
  regArea_sq_um: 0
  design_area_sq_um: 5250
  finalNonFillerCells: 766
  area_growth_pct: 10.6
pwr:
  power.internal_mw: 0.241
  power_switching_mw: 0.332
  power_density_nw_per_um2: 109
  power_leakage_nw: 2.04
  p_sw_frac: 0.580
  finalPower_mw: 0.573
  worst_ir_drop_vdd_mv: 0.105
  clock_power_share: 0
  pwr-share-comb: 1.000
  seqPwrFrac: 0
timing:
  finalHoldViolCount: 0
  worst_slack_ps: 66.4
  worst_pin_slew_ps: 728
  finalSetupViolations: 0
  fin_setup_tns_ps: 0
  worst_slew_margin_rel: 0.513
  period_used_share: 0.988
  period_minus_slack_ps: 5330
  fmax_mhz: 187
  rsz0062_at_grt: "no"
  maxSlewViolCount: 0
floorplan:
  die_h_um: 99.4
  core_area_sq_um: 9200
  fp-row-count: 35
  chip_area_sq_um: 9880
  pin_count: 43
  die_w_um: 99.4
  fp_util: 0.516
placement:
  io_buffers: 35
  gp_congestion: 1.09
  place_area_sq_um: 5240
  dp.cells: 766
  post-dp-hpwl_um: 16100
  place_ws_ps: 207
min_path:
  hold_start: "alu_cmd[2]"
  hp-class: "input port to output pin"
detailed_routing:
  wl_um: 21500
  drtAntennaViolNets: 0
  first_pass_iters: 6
  viasPerCell: 7.39
  drtIter0Drc: 570
  drc: 0
  wl_per_cell_um: 28.0
  antenna_cells: 0
  num_vias: 5660
setup_path:
  required_ps: 4320
  cp.arrival_ps: 4250
  cp-startpoint: "last5bits[4]"
  cp-end-kind: "output pin"
  crit_fanout: 9
  path_class: "input port to output pin"
  start_kind: "input port"
clocking:
  ctsHoldBuffers: 0
  ctsResizeCount: 0
  post-cts-setup-buffer-count: 0
flow_run:
  warnings: 47
  max_cap_viol_count: 0
-- placed cells by master (no fill, tap or decap), types with 4 or more instances in the layout --
cell,n
nand4_1,4
mux2i_1,41
mux4_2,32
nor3_1,14
o22ai_1,10
nor2_1,37
xnor2_1,15
mux2_2,8
o221ai_1,6
nand2_1,47
o31ai_1,6
o21ai_0,42
conb_1,8
buf_4,55
clkdlybuf4s50_1,33
a31oi_1,14
inv_1,33
a32oi_1,5
a211oi_1,4
ha_1,24
a211o_1,5
o211ai_1,17
a21oi_1,48
nand3_1,19
a311oi_1,5
nand2b_1,20
a32o_1,5
nor2b_1,9
-- worst paths after layout --
kind	end	slack [ps]	depth (start not counted)
setup / recovery	rslt[5]	70	10
hold / removal	pari	3270	4
-- critical path: stages --
cell             delay [ps]
clkdlybuf4s50_1         510
inv_1                    70
ha_1                    530
mux2i_1                 290
nand2_1                  80
a31oi_1                 460
a221o_1                 320
o311ai_1                140
o32a_1                  360
clkdlybuf4s50_1         410
-- per-layer routing --
layer	up-vias	GRT usage	part of all wire
li1	2473	-	-
met1	2640	0.640	0.37
met2	473	0.668	0.43
met3	74	0.148	0.16
met4	0	0.140	0.041
met5	-	0	0
-- layout make-up --
class | instances | area (sq um)
timing repair buffer | 90 | 768
inverter | 34 | 128
multi-input combinational | 531 | 4210
tap | 111 | 139
fill | 849 | 3950
-- power groups by stage --
stage	combinational [mW]	clock [mW]	sequential, mW
5_1_grt	0.606	0	0
4_1_cts	0.552	0	0
6_report	0.573	0	0
-- through the flow --
stage	hold WS, ps	utilization
2_1_floorplan	2520	-
5_1_grt	3330	0.570
4_1_cts	3270	0.570
3_3_place_gp	3250	0.570
3_5_place_dp	3270	0.570
6_report	3270	0.570
-- kinds of logic (layout without fill, tap and decap cells) --
kind of cell | Yosys count | in the layout | synth area share
adder cells (fa/ha/maj) | 27 | 27 | 0.0744
AND-OR/OR-AND | 218 | 218 | 0.316
multiplexers | 82 | 82 | 0.261
XOR/XNOR | 17 | 17 | 0.0314
buffers and inverters | 119 | 124 | 0.119
other | 1 | 8 | 0.000791
AND/OR/NAND/NOR | 179 | 179 | 0.197
Power figures rest on the tool's default switching activity, not on a simulated workload.
