$ cat flow/run.sh
#!/bin/bash
# OpenROAD 26Q1-2900-gdf79404cd8, Yosys 0.63+post, stock flow scripts
make -C /OpenROAD-flow-scripts/flow DESIGN_CONFIG=/design/flow/config.mk WORK_HOME=/design/flow/orfs finish
$ cat flow/config.mk
export PLATFORM = sky130hd
export DESIGN_NAME = dat_mem
export DESIGN_NICKNAME = dat_mem
export VERILOG_FILES = /design/flow/design.v
export SDC_FILE = /design/flow/constraint.sdc
export NUM_CORES = 4
export LEC_CHECK = 1
export CORE_UTILIZATION = 30
$ cat flow/constraint.sdc
current_design dat_mem

set clk_period 33.4
set clk_io_pct 0.2

create_clock -name clk0 -period $clk_period [get_ports {clk}]

set non_clock_inputs [all_inputs -no_clocks]
set_input_delay [expr $clk_period * $clk_io_pct] -clock clk0 $non_clock_inputs
set_output_delay [expr $clk_period * $clk_io_pct] -clock clk0 [all_outputs]
$ cat flow/design.v
module dat_mem (
  input[7:0] dat_in,
  input      clk,
  input      wr_en,	           
  input[7:0] addr,		       
  input[2:0]  bank_num,
  output logic[7:0] dat_out);
  logic[7:0] core[256];        
  assign dat_out = core[addr + (32*bank_num)];
  always_ff @(posedge clk)
    if(wr_en)				   
      core[addr + (32*bank_num)] <= dat_in; 
endmodule
==> flow_summary.json <==
{
  "path_cells": "buf_8 -> buf_4 -> buf_4 -> buf_4 -> buf_4 -> mux4_2 -> a22oi_1 -> a21oi_1 -> o41ai_1 -> nand4_1 -> clkdlybuf4s50_1",
  "hold_class": "input pin to register",
  "ant_nets": 0,
  "drv_cap": 1,
  "enable_flop_cells": 2048,
  "fillers": 23460,
  "max_slew_margin": -0.01457,
  "cts_resized": 0,
  "crit_path_max_fanout": 58,
  "grt_pass1_wl_um": 279200,
  "chipArea_um2": 262700,
  "power_mw": 5.314,
  "synth_area_um2": 78200,
  "dp_cells": 6867,
  "setup_viol": 0,
  "wl_per_cell_um": 26.19,
  "areaGrowthSynthToFinish_pct": 14.30,
  "period_needed_ns": 19.58,
  "hold_viol": 0,
  "comb_area_um2": 15780,
  "fin_util": 0.3445,
  "setup_slack_ns": 13.82,
  "ys.flops": 2048,
  "totalWireLength_um": 189700,
  "top_register": "core",
  "critPathSlowestCell": "o41ai_1",
  "critPathLaunch": "addr[1]",
  "drive_above_1_share": 0.2512,
  "ys_warn_count": 1,
  "ctsLongestPathBuffers": 3,
  "setup_tns_ns": 0,
  "cp-endpoint": "dat_out[1]",
  "grt_antenna_before_repair": 6,
  "post_dp_cell_area_um2": 82920,
  "vias": 36766,
  "gp_congestion": 0.8620,
  "initialDrtViolationCount": 2576,
  "top_area_frac": 0.7864,
  "worst_slew_pin_slew_ns": 1.502,
  "dp_hpwl_um": 112300,
  "die_x_um": 512.6,
  "flop_cell": "edfxtp_1",
  "reg_top3": "core x2048",
  "power.density_nw_per_um2": 59.45,
  "violations": "max-capacitance violations, max-slew violations",
  "topCellsByArea": "edfxtp_1 79%, mux4_2 15%, a22oi_1 2.5%",
  "cts_hold_buf": 0,
  "syn_inst": 3526,
  "status": "complete, but fails checks",
  "cts_root_buffer": "clkbuf_16",
  "crit_required_ns": 26.72,
  "cts_max_level": 4,
  "period_used_share": 0.5861,
  "tool_warnings": 35,
  "regArea_um2": 61500,
  "firstDrtPassIters": 5,
  "common_cells": "2048 x edfxtp_1, 512 x mux4_2, 262 x nor2_1",
  "io_pins": 29,
  "ys_seq_share": 0.7864,
  "endpoint_kind": "output pin",
  "worstPathArrival_ns": 12.90,
  "cts_tree": "yes",
  "grt-ovfl-total": 0,
  "fp_util": 0.3014,
  "max_freq_mhz": 51.08,
  "rsz0062_at_grt": "false",
  "cpMostUsedCell": "buf_4",
  "path_clk_slew_ns": 0.06,
  "p_leak_nw": 26.57,
  "grt_max_degree": 114,
  "yosys_cells": 3526,
  "largest_reg_flops": 2048,
  "drv_slew": 2,
  "cp-start-kind": "input pin",
  "die_h_um": 512.6,
  "vias_per_cell": 5.077,
  "portBuffers": 28,
  "avgSynthCellArea_um2": 22.18,
  "cts.sinks": 2048,
  "cpPeakStageDelay_ns": 1.11,
  "fp-row-count": 187,
  "synth_area_leader_cell": "edfxtp_1",
  "most_common_cell": "edfxtp_1",
  "numCtsBuffers": 203,
  "synth-async-reset-ratio": 0,
  "yosys_area_um2": 78200,
  "dp_worst_setup_slack_ns": 13.70,
  "critical_path_class": "input pin to output pin",
  "vdd_drop_max_mv": 0.05416,
  "track_usage": 0.1562,
  "core_area_um2": 259500,
  "stdcell_count": 7242,
  "whs_ns": 6.295,
  "drc_errors": 0,
  "first_global_vias": 41188,
  "stdcell_area_um2": 89380,
  "post_cts_buffers": 0,
  "synth.distinct_cells": 25
}
cell type report:
class	instances	share of cell area
clock buffer	248	0.05967
multi-input combinational	1252	0.1766
clock inverter	121	0.01242
tap	3402	0.04762
sequential	2048	0.6880
inverter	3	0.0001260
timing repair buffer	162	0.01537
antenna	6	0.0001680
metal layers:
metal / wire length, um / GRT usage / vias up / share of wire
li1: - / - / 15311 / -
met1: 63760 / 0.1786 / 19061 / 0.34
met2: 91630 / 0.2392 / 2061 / 0.48
met3: 27880 / 0.1071 / 321 / 0.15
met4: 6057 / 0.04408 / 12 / 0.032
met5: 330 / 0.008037 / - / 0.0017
cell usage in the layout, fill, tap and decap left out, types with 4 or more instances in the layout:
cell             instances
nand2_2                 10
buf_4                  131
clkinvlp_4               7
clkdlybuf4s50_1         18
clkbuf_1                41
mux4_2                 512
edfxtp_1              2048
inv_6                    4
a22oi_1                256
nand3_1                  4
clkbuf_16              207
clkinv_1                44
diode_2                  6
buf_8                   10
clkinv_2                40
nand4_1                  8
nor2_1                 261
nor2b_1                  6
nand2_1                 17
o41ai_1                 30
inv_16                   4
nand3_2                  4
a21oi_1                128
bufinv_16               16
where the power goes:
part / switching, mW / internal, mW / total (mW)
registers: 0.00174 / 2.84 / 2.84
clock network: 0.952 / 1.26 / 2.21
logic: 0.176 / 0.0895 / 0.266
total: 1.13 / 4.18 / 5.31
cell families (layout without fill, tap and decap cells):
| kind of cell | count (synthesis) | count (layout) | synth area share |
|---|---|---|---|
| DFF | 2048 | 2048 | 0.7864 |
| AOI/OAI and AO/OA | 416 | 416 | 0.03635 |
| xor gates and xnor gates | 2 | 2 | 0.0002240 |
| buffers and inverters | 226 | 534 | 0.01293 |
| and+or+nand+nor | 320 | 320 | 0.01624 |
| muxes | 512 | 512 | 0.1474 |
| other | 0 | 6 | 0 |
| adders and majority gates | 2 | 2 | 0.0004160 |
critical path, delay by kind of cell:
kind | cells | cell delay, ns
simple gates | 1 | 0.61
mux | 1 | 0.40
compound gates | 3 | 1.61
buf+inv | 6 | 3.49
how the worst min path moves through the flow:
| stage | startpoint | endpoint | slack [ns] | depth (start not counted) |
|---|---|---|---|---|
| final | dat_in[4] | core[46][4] | 6.30 | 1 |
| after global routing | dat_in[4] | core[44][4] | 6.28 | 1 |
| after CTS | dat_in[4] | core[46][4] | 6.25 | 1 |
No activity file was given, so power comes from the tool's default toggle rates.
